**./run.sh**
```bash
#!/bin/bash
# OpenROAD 26Q1-2900-gdf79404cd8, Yosys 0.63+post, stock flow scripts
make -C /OpenROAD-flow-scripts/flow DESIGN_CONFIG=/design/flow/config.mk WORK_HOME=/design/flow/orfs finish
```
**./config.mk**
```make
export PLATFORM = sky130hd
export DESIGN_NAME = RegisterFile
export DESIGN_NICKNAME = RegisterFile
export VERILOG_FILES = /design/flow/design.v
export SDC_FILE = /design/flow/constraint.sdc
export NUM_CORES = 4
export LEC_CHECK = 1
export CORE_UTILIZATION = 50
export SYNTH_HDL_FRONTEND = slang
```
**./constraint.sdc**
```tcl
current_design RegisterFile

set clk_period 4.3
set clk_io_pct 0.2

create_clock -name clk0 -period $clk_period [get_ports {clock}]

set non_clock_inputs [all_inputs -no_clocks]
set_input_delay [expr $clk_period * $clk_io_pct] -clock clk0 $non_clock_inputs
set_output_delay [expr $clk_period * $clk_io_pct] -clock clk0 [all_outputs]
```
**./design.v**
```verilog
module RegisterFile (
    input clock,                
    input enable,             
    input writeEnable,        
    input [3:0] writeRegister, 
    input [19:0] WriteData,   
    input [3:0] ReadRegister1, 
    input [3:0] ReadRegister2, 
    output reg [19:0] ReadData1, 
    output reg [19:0] ReadData2  
);
    reg [19:0] registers [0:15];
    integer i;
    always @(posedge clock) begin
        if (writeEnable) begin
            registers[writeRegister] <= WriteData; 
        end
    end
    always @(*) begin
        ReadData1 = registers[ReadRegister1]; 
        ReadData2 = registers[ReadRegister2]; 
    end
endmodule
```
==> results.cfg <==
; yosys + openroad results
[final_timing]
drv_slew = 0
tns_ps = 0
fmax_mhz = 264
period_minus_slack_ps = 3780
finalSetupViolCount = 0
report.final.hold_viol_count = 0
slew_headroom_pct = 46.7
fin_crit_sh_pct = 88.0
worst_pin_slew_ps = 799
rsz0062_at_grt = no

[routing]
ant_nets = 0
viasPerCell = 6.55
vias = 7850
drt-total-wl_um = 36400
num_antenna_cells = 0
drt_iter0_drc = 513
wl_per_cell_um = 30.3
firstDrtPassIters = 5
drc = 0

[yosys]
fa_ha_area_share_pct = 0
netlist_area_mm2 = 0.0145
ys_cells = 683
ys_sh_mux_pct = 25.6
synthTopCellsByCount = edfxtp_1 (320), mux4_2 (128), a22oi_1 (80)
synthFlopType = edfxtp_1
yosysMostFrequentCell = edfxtp_1
synth_seq_share_pct = 66.1
synth.avg_cell_area_um2 = 21.3
ys.warnings.count = 0
yosysTopAreaCellShare_pct = 66.1
synthArstFlopShare_pct = 0
netlist_instances = 683
xor_share_pct = 0
ys_ff = 320
logic_family = multiplexers
edf_count = 320
topCellsByArea = edfxtp_1 (66%), mux4_2 (20%), mux4_1 (5.8%)
synth_cell_types = 17
yosys.area_share.aoi_pct = 4.13
ys_area_mm2 = 0.0145
top_area_cell = edfxtp_1
ys_sh_simple_pct = 2.10

[power]
ir_drop_uv = 347
p_leak_uw = 0.00554
power.density_mw_per_mm2 = 410

[placed_design]
io_buffer_count = 73
hpwl_um = 21600
dp.cells = 1135
place_congestion = 0.845

[setup_path]
required_ps = 3440
end_kind = output pin
cp-startpoint = ReadRegister2[0]
path_class = in2out
crit_path_end = ReadData2[8]
startpoint_type = input pin
crit_fanout = 16
cp.arrival_ps = 2920

[clocking]
numCtsBuffers = 36
clock_path_buffers = 3
h-tree-depth = 2
cts_setup_buffers = 0
root_buffer = clkbuf_16
clkSinkCount = 320
path_clk_slew_ps = 60
hold_buffers = 0
cts_resized = 0
cts_tree = done

[floorplanning]
die_w_um = 173
rows = 62
ios = 75
die_h_um = 173
die_area_mm2 = 0.0298
core-area_mm2 = 0.0286
fp_util_pct = 50.8

[cells_and_area]
largestRegisters = registers (320)
largest_reg_flops = 320
drive_above_1_share_pct = 31.0
instances_no_fill = 1199
area_delta_synth_final_pct = 17.5
top_register = registers
n_fill_cell = 1972

[global_route]
grt_antenna_before_repair = 4
grt_pass1_vias = 8872
grt_pass1_wl_um = 54500
globalRouteTotalUtil_pct = 28.6
grt-ovfl-total = 0
grt_max_degree = 45

[run_status]
status = finished, final reports clean

[flow_run]
warnings = 26
maxCapViolCount = 0

[hold_path]
hold_class = in2reg
[critical path, stage by stage]
cell,delay [ps]
buf_4,310
buf_4,410
mux4_1,600
a22oi_1,250
nand2_1,90
clkdlybuf4s50_1,400
[layout by cell type (no fill, tap or decap)]
cell and count:
mux4_1 32, bufinv_16 2, edfxtp_1 320, clkbuf_1 8, and2_1 2, or3b_2 1
buf_4 41, nor2_2 14, nand3b_1 2, nor3_2 4, a22oi_1 80, clkbuf_16 37
nand3_1 1, mux4_2 128, nand2_1 41, clkinv_2 10, buf_12 10, clkinvlp_4 1
nor2b_2 4, clkdlybuf4s50_1 69, nand2b_1 2, clkinv_4 1, clkinv_1 5
[routing by layer]
metal / wire, um / GRT usage [%] / part of all wire [%]
met5: 46 / 0.321 / 0.13
met3: 5760 / 19.8 / 16
met4: 874 / 5.51 / 2.4
met2: 17900 / 41.3 / 49
met1: 11800 / 39.9 / 33
[cell type report]
class | count | area (um2) | area share [%]
Tap cell | 384 | 480 | 2.81
Clock inverter | 19 | 145 | 0.850
Multi-Input combinational cell | 311 | 4690 | 27.5
Timing Repair Buffer | 120 | 1200 | 7.02
Clock buffer | 45 | 956 | 5.60
Sequential cell | 320 | 9610 | 56.2
[stage by stage]
stage          worst slack [ps]  utilization (%)  cell area [um2]  hold WS, ps  total power (uW)
6_report                    516             59.7            17100         1280              7000
5_1_grt                     358             59.7            17100         1320              7220
4_1_cts                     470             59.7            17100         1260              7060
3_5_place_dp                491             55.8            16000         1790              4210
3_3_place_gp                484             55.8            16000         1740              4200
2_1_floorplan              1100                -            14500          959              3910
[kinds of logic (layout without fill, tap and decap cells)]
group / Yosys count / count (layout)
AOI/OAI and AO/OA: 80 / 80
buffers and inverters: 52 / 184
and+or+nand+nor: 71 / 71
DFF: 320 / 320
muxes: 160 / 160
[power breakdown]
group          total [uW]  leakage [uW]  internal [uW]  switching [uW]
Combinational         619       0.00210            320             300
Sequential           3520       0.00289           3500            23.6
Clock                2850      0.000545           1700            1160
[how the worst min path moves through the flow]
stage                  from                           to  slack [ps]  cells after the start
finish        WriteData[19]  registers[15][19]$_DFFE_PP_        1280                      1
CTS            WriteData[6]   registers[13][6]$_DFFE_PP_        1260                      1
global route  WriteData[11]  registers[15][11]$_DFFE_PP_        1320                      1
No activity file was given, so power comes from the tool's default toggle rates.
