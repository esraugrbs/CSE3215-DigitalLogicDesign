$ cat design.v
module ProgramCounter (
    input clock,                   
    input reset,                
    input pcWrite,               
    input branch,
    input enableJump,         
    input [19:0] pcIn,          
    input [19:0] branchAddress,
    input [19:0] JumpAddress, 
    output reg [19:0] pcOut      
);
    always @(posedge clock or posedge reset) begin
        if (reset) begin
            pcOut <= 20'b0; 
        end else if (branch | enableJump) begin
		if(branch)begin
		pcOut <= branchAddress;
		end else if(enableJump)begin
		pcOut <= JumpAddress; end 
        end else if (pcWrite) begin
            pcOut <= pcIn + 1; 
        end
    end
endmodule
$ cat run.sh
#!/bin/bash
# OpenROAD 26Q1-2900-gdf79404cd8, Yosys 0.63+post, stock flow scripts
make -C /OpenROAD-flow-scripts/flow DESIGN_CONFIG=/design/flow/config.mk WORK_HOME=/design/flow/orfs finish
$ cat config.mk
export PLATFORM = sky130hd
export DESIGN_NAME = ProgramCounter
export DESIGN_NICKNAME = ProgramCounter
export VERILOG_FILES = /design/flow/design.v
export SDC_FILE = /design/flow/constraint.sdc
export NUM_CORES = 4
export LEC_CHECK = 1
export CORE_AREA = 10 10 108 108
export DIE_AREA = 0 0 118 118
export SYNTH_HDL_FRONTEND = slang
$ cat constraint.sdc
current_design ProgramCounter

set clk_period 1.3
set clk_io_pct 0.2

create_clock -name clk0 -period $clk_period [get_ports {clock}]

set non_clock_inputs [all_inputs -no_clocks]
set_input_delay [expr $clk_period * $clk_io_pct] -clock clk0 $non_clock_inputs
set_output_delay [expr $clk_period * $clk_io_pct] -clock clk0 [all_outputs]
==> reports/summary.log <==
[run_status] result of the run finished, violations left
[run_status] failing checks setup timing
[die] initial standard-cell utilization of the core 0.174
[timing] Max Clk Rate 754 MHz
[worst_setup_path] nature of the critical path startpoint input pin
[die] placeable core region 0.00928 mm2
[routing] final antenna-violating net count 0
[layout] final cell area excluding filler cells 0.00313 mm2
[timing] RSZ-0062 raised after global routing yes
[pwr] sw power 0.568 mW
[routing] final routed wirelength across all metal layers 7.09 mm
[grt] number of global-route vias before repair 2145
[flow_run] maxcap violations 0
[logic_synthesis] chip area estimate from yosys synthesis 0.00162 mm2
[routing] Starting DRT DRC Count 93
[worst_setup_path] data arrival at the endpoint of the critical path 1520 ps
[worst_setup_path] required time at the endpoint of the critical path 1500 ps
[cts] latest clock arrival within the worst-skew pair 260 ps
[logic_synthesis] synthesized area 0.00162 mm2
[min_path] type of the most critical hold path in2async
[timing] Rel. slew slack 0.770
[placed_design] number of port buffers 84
[layout] P&R area growth vs syn 93.6%
[cts] CTS max path bufs 2
[logic_synthesis] synthesized flop and latch total 20
[pwr] internal power of the cells 1.44 mW
[pwr] clock network fraction of total power 0.243
[cts] clock transition at the registers of the reported paths 80 ps
[grt] largest net degree at the start of global routing 23
[cts] TritonCTS clock tree done
[pwr] cell area power density 640 mW/mm2
[logic_synthesis] Cell variety after synth 41
[layout] fill cell total of the finished layout 996
[worst_setup_path] endpoint kind of the worst setup timing path flip-flop
[logic_synthesis] ys cells 212
[logic_synthesis] number of synthesized flops with an enable pin 0
[flow_run] tool warnings 28
[pwr] power share of the sequential group 0.359
[cts] number of buffers added by the clock tree synthesis step 3
[layout] share of layout cells above drive strength 1 0.298
[pwr] Leakage 1.26 nW
[logic_synthesis] async set-reset flop share out of synthesis 1.00
[timing] fin worst setup slack -25.8 ps
[pwr] total power 2.01 mW
[grt] number of antenna violations at the first check in global routing 0
[timing] final critical-path share of the clock period 1.02
[layout] largest reg by FF count pcOut
[routing] DR vias 2091
[routing] Pre-antenna DRT Iters 4
[pwr] switching share of power 0.283
[pwr] Comb pwr share 0.397
[logic_synthesis] Post-synth area hogs sky130_fd_sc_hd__dfrtp_1, sky130_fd_sc_hd__a21oi_1, sky130_fd_sc_hd__o21ai_0
[die] Std-Cell Rows 35
[logic_synthesis] top cells by count sky130_fd_sc_hd__a21oi_1, sky130_fd_sc_hd__dfrtp_1, sky130_fd_sc_hd__nor2_1
[cts] # clock sinks 20
[routing] routed length per placed instance 14.9 um
[routing] number of antenna diodes 0
[placed_design] gp weighted congestion 0.817
[timing] shortest clock period the worst path allows after layout 1330 ps
[placed_design] cell area after placement 0.00298 mm2
[routing] ratio of routed vias to standard cells 4.40
[timing] setup-violating endpoint count in the final report 2
[logic_synthesis] top cell type by total area after synthesis sky130_fd_sc_hd__dfrtp_1
[logic_synthesis] number of warning messages in the yosys log 0
[cts] CTS H-tree depth 1
[grt] combined global-route utilization of all metal layers 0.0985
[timing] number of max-slew violations in the final report 0
[grt] Congestion Overflow GR 0
[logic_synthesis] most frequently used flop master after synthesis sky130_fd_sc_hd__dfrtp_1
[cts] clock root cell sky130_fd_sc_hd__clkbuf_8
[logic_synthesis] share of the synthesized area in the top cell type 0.309
[routing] residual DRC count 0
[layout] largest registers pcOut x20
[logic_synthesis] synthesized area divided by synthesized cell count 7.64 um2
[grt] first-pass GRT wire length 11.2 mm
[logic_synthesis] part of the Yosys area used for sequential elements 0.309
[timing] Sum Neg Setup Slack -32.4 ps
[die] Die Y-Extent 118 um
[die] DIE WIDTH 118 um
[layout] Util after Layout 0.338
[logic_synthesis] most repeated cell in the gate-level netlist after synthesis sky130_fd_sc_hd__a21oi_1
[placed_design] half-perimeter wire length after placement 5.60 mm
[pwr] maximum vdd ir drop 0.439 mV
[timing] setup skew after layout 0 ps
[die] overall chip area 0.0139 mm2
[worst_setup_path] Max Fanout on Critical Path 6
[logic_synthesis] Gate Count Post-Synth 212
[die] # IOs 85
[layout] number of flip-flops in the largest register 20
[timing] hold violation total from the final report 0
[worst_setup_path] Critical Setup Path Class in2reg
[timing] final hold slack 333 ps
[timing] measured slew at the worst slew-check pin 341 ps
[worst_setup_path] worst-case reg-to-reg path depth 5
-- worst paths after layout --
check | start | to | slack (ps)
setup / recovery | pcIn[1] | pcOut[17]$_DFFE_PP0P_ | -30
setup reg to reg | pcOut[17]$_DFFE_PP0P_ | pcOut[17]$_DFFE_PP0P_ | 10
hold reg to reg | pcOut[8]$_DFFE_PP0P_ | pcOut[8]$_DFFE_PP0P_ | 530
min in group clk0 | pcIn[17] | pcOut[17]$_DFFE_PP0P_ | 380
max in group asynchronous | reset | pcOut[11]$_DFFE_PP0P_ | 730
hold / removal | reset | pcOut[18]$_DFFE_PP0P_ | 330
-- cell type report --
type	instances	area (um2)	share of cell area
multi-input cells	172	1140	0.362
flip-flops and latches	20	500	0.160
inverters	5	18.8	0.00599
repair buffers	145	1260	0.403
clock buffers	4	55.1	0.0176
well taps	129	161	0.0515
-- critical path: stages --
cell and delay [ps]:
sky130_fd_sc_hd__buf_8 80, sky130_fd_sc_hd__nand3_4 70, sky130_fd_sc_hd__or4_4 580, sky130_fd_sc_hd__or4_1 430
sky130_fd_sc_hd__nand3_1 100
-- power groups by stage --
stage / Clock, mW / Combinational, mW / Sequential, mW
after CTS: 0.508 / 0.789 / 0.720
final: 0.488 / 0.797 / 0.720
after global routing: 0.527 / 0.877 / 0.730
-- repair_timing --
action / CTS / global route
gates cloned: 1 / 0
endpoints found under the setup margin: 40 / 11
resized: 111 / 12
setup buffers: 10 / 3
pin swaps: 11 / 12
hold buffers: 0 / 0
endpoints found under the hold margin: 0 / 0
-- per-stage QoR --
| stage | instances | setup slack [ps] |
|---|---|---|
| final | 475 | -25.8 |
| after global routing | 475 | -23.4 |
| after CTS | 472 | -15.6 |
| after detailed placement | 457 | -876 |
| after global placement | 457 | -854 |
| after floorplan | 212 | -314 |
-- metal layers --
| layer | vias to the layer above | routed length (um) | track usage |
|---|---|---|---|
| li1 | 1075 | - | - |
| met1 | 931 | 3200 | 0.130 |
| met2 | 85 | 3270 | 0.160 |
| met3 | 0 | 614 | 0.0355 |
| met4 | 0 | 0 | 0.00155 |
| met5 | - | 0 | 0 |
-- placed cells by master (no fill, tap or decap), types with 2 or more instances in the layout --
cell	n
sky130_fd_sc_hd__o221ai_1	3
sky130_fd_sc_hd__a21oi_1	25
sky130_fd_sc_hd__buf_4	56
sky130_fd_sc_hd__or2_2	2
sky130_fd_sc_hd__buf_12	2
sky130_fd_sc_hd__buf_6	7
sky130_fd_sc_hd__xnor2_1	6
sky130_fd_sc_hd__clkbuf_2	2
sky130_fd_sc_hd__or4_1	2
sky130_fd_sc_hd__nand2_1	12
sky130_fd_sc_hd__o21ai_0	14
sky130_fd_sc_hd__o21a_1	5
sky130_fd_sc_hd__o31a_1	3
sky130_fd_sc_hd__clkbuf_8	4
sky130_fd_sc_hd__dfrtp_1	20
sky130_fd_sc_hd__dlygate4sd2_1	23
sky130_fd_sc_hd__nor4_2	2
sky130_fd_sc_hd__nor4_1	6
sky130_fd_sc_hd__buf_2	10
sky130_fd_sc_hd__clkdlybuf4s50_1	42
sky130_fd_sc_hd__nor2_1	14
sky130_fd_sc_hd__a211oi_1	4
sky130_fd_sc_hd__or3_4	2
sky130_fd_sc_hd__or3_1	2
sky130_fd_sc_hd__nand3_1	10
sky130_fd_sc_hd__nor3_1	12
sky130_fd_sc_hd__o31ai_1	2
sky130_fd_sc_hd__a221o_1	3
sky130_fd_sc_hd__a32oi_1	2
sky130_fd_sc_hd__buf_8	2
sky130_fd_sc_hd__nor2b_1	9
sky130_fd_sc_hd__nand3_2	2
sky130_fd_sc_hd__inv_1	5
sky130_fd_sc_hd__nand2b_1	2
sky130_fd_sc_hd__nand4_1	3
sky130_fd_sc_hd__nor3b_1	5
-- logic make-up (layout without fill, tap and decap cells) --
logic type      Yosys count  count (layout)  share of synthesized area
flops                    20              20                      0.309
xor+xnor                  8               8                     0.0433
buf+inv                  20             154                     0.0471
fa+ha+maj                 1               1                    0.00773
mux                       1               1                    0.00618
simple gates             94              94                      0.315
compound gates           68              68                      0.271
Power is estimated from default activity; no workload was simulated.
