### /design/flow/design.v
module mux16to1_20bit (
    input wire [3:0] select,          
    input wire [19:0] data0,          
    input wire [19:0] data1,
    input wire [19:0] data2,
    input wire [19:0] data3,
    input wire [19:0] data4,
    input wire [19:0] data5,
    input wire [19:0] data6,
    input wire [19:0] data7,
    input wire [19:0] data8,
    input wire [19:0] data9,
    input wire [19:0] data10,
    input wire [19:0] data11,
    input wire [19:0] data12,
    input wire [19:0] data13,
    input wire [19:0] data14,
    input wire [19:0] data15,
    output wire [19:0] out            
);
    assign out = (select == 4'd0)  ? data0 :
                 (select == 4'd1)  ? data1 :
                 (select == 4'd2)  ? data2 :
                 (select == 4'd3)  ? data3 :
                 (select == 4'd4)  ? data4 :
                 (select == 4'd5)  ? data5 :
                 (select == 4'd6)  ? data6 :
                 (select == 4'd7)  ? data7 :
                 (select == 4'd8)  ? data8 :
                 (select == 4'd9)  ? data9 :
                 (select == 4'd10) ? data10 :
                 (select == 4'd11) ? data11 :
                 (select == 4'd12) ? data12 :
                 (select == 4'd13) ? data13 :
                 (select == 4'd14) ? data14 :
                 (select == 4'd15) ? data15 : 20'd0;
endmodule
### /design/flow/run.sh
#!/bin/bash
# OpenROAD 26Q1-2900-gdf79404cd8, Yosys 0.63+post, stock flow scripts
make -C /OpenROAD-flow-scripts/flow DESIGN_CONFIG=/design/flow/config.mk WORK_HOME=/design/flow/orfs finish
### /design/flow/config.mk
export PLATFORM = sky130hd
export DESIGN_NAME = mux16to1_20bit
export DESIGN_NICKNAME = mux16to1_20bit
export VERILOG_FILES = /design/flow/design.v
export SDC_FILE = /design/flow/constraint.sdc
export NUM_CORES = 4
export LEC_CHECK = 1
export CORE_AREA = 10 10 139 139
export DIE_AREA = 0 0 149 149
export SYNTH_HDL_FRONTEND = slang
### /design/flow/constraint.sdc
current_design mux16to1_20bit

set clk_period 5.7
set clk_io_pct 0.2

create_clock -name clk0 -period $clk_period

set non_clock_inputs [all_inputs -no_clocks]
set_input_delay [expr $clk_period * $clk_io_pct] -clock clk0 $non_clock_inputs
set_output_delay [expr $clk_period * $clk_io_pct] -clock clk0 [all_outputs]
==> impl_metrics.py <==
# Synthesis and PnR figures
metrics = {
    "power": {
        "power.share.clock_pct": 0,
        "internal-power_mw": 0.342,
        "net_sw_share_pct": 37.7,
        "leakagePower_nw": 2.59,
        "share_seq_of_total_power_pct": 0,
        "total_switching_power_mw": 0.207,
        "share_comb_of_total_power_pct": 100.0,
        "power-per-cell-area_nw_per_um2": 76.1,
        "worst_ir_drop_vdd_uv": 50.2,
    },
    "synth": {
        "logic_family": "AND-OR/OR-AND gates",
        "synth.cellmix.xorXnorShare_pct": 0,
        "area_leaders": "sky130_fd_sc_hd__mux2i_1, sky130_fd_sc_hd__mux4_2, sky130_fd_sc_hd__a21oi_1, sky130_fd_sc_hd__nand2_1, sky130_fd_sc_hd__o21ai_0",
        "synthAdderAreaFrac_pct": 0,
        "synthesis.instances": 526,
        "post-synth-top-area-cell": "sky130_fd_sc_hd__mux2i_1",
        "ys_chip_area_um2": 3790,
        "yosys-stat-cells": 526,
        "simple_gate_area_share_pct": 24.8,
        "ys_seq_share_pct": 0,
        "aoi_share_pct": 35.6,
        "synth.area.mux_share_pct": 28.5,
        "ys_types": 60,
        "synth.top_cell.area_share_pct": 12.4,
        "post_synth_instance_area_um2": 3790,
        "ys_warn_count": 0,
        "syn-mean-instance-area_um2": 7.20,
    },
    "critical_path": {
        "critical-path-slowest-cell": "sky130_fd_sc_hd__clkdlybuf4s50_1",
        "timing.critical_path.fanout_max": 50,
        "critical_path_cell_sequence": "buf_4 -> buf_4 -> nor2b_1 -> a22oi_1 -> a221oi_1 -> o21ai_1 -> o21ai_0 -> clkdlybuf4s50_1",
        "cpPeakStageDelay_ns": 0.49,
        "path_class": "in2out",
        "startpoint_type": "input port",
        "critPathBufInv": 3,
        "cpMostUsedCell": "sky130_fd_sc_hd__buf_4",
        "endpoint_kind": "output port",
        "arrival_ns": 3.70,
        "worst_path_required_time_ns": 4.56,
        "critical_path.top_delay_family": "buffers and inverters",
    },
    "placement": {
        "hpwlAfterDp_um": 20900,
        "worst_setup_slack_post_dpl_ns": 0.848,
        "dpl-instance-area_um2": 7210,
        "buffer_ports.inserted": 344,
        "gp_congestion": 0.979,
    },
    "floorplan": {
        "std_cell_rows": 47,
        "ioPinCount": 344,
        "chip_area_um2": 22200,
        "fp-utilization_pct": 23.0,
        "floorplan.die.height_um": 149,
        "die_width_um": 149,
        "floorplan.core_area_um2": 16500,
    },
    "worst_hold_path": {
        "holdCritPathClass": "in2out",
    },
    "routing": {
        "detail_route.wl_per_cell_um": 23.9,
        "drt.antenna.violating_nets": 0,
        "detail_route.iter0.violations": 362,
        "firstDrtPassIters": 7,
        "remaining_drc_errors": 0,
        "n_antenna_cell": 0,
        "viasPerCell": 5.26,
        "drt-total-wl_um": 25000,
        "dr_total_vias": 5488,
    },
    "clock_network": {
        "post_cts_resized": 0,
        "cts-hold-fix-buffers": 0,
        "post-cts-setup-buffer-count": 0,
    },
    "final_timing": {
        "worst_pin_slew_ns": 0.677,
        "finalSetupViolations": 0,
        "finalClockPeriodUsage_pct": 85.0,
        "period_needed_ns": 4.84,
        "whs_ns": 3.28,
        "worst_slack_ns": 0.856,
        "setup_total_negative_slack_ns": 0,
        "slew-limit-headroom_pct": 54.8,
        "grt_setup_unrepaired": "false",
        "max_freq_mhz": 206,
        "report.final.hold_viol_count": 0,
        "timing.final.max_slew_violations": 0,
    },
    "layout": {
        "fin_util_pct": 43.8,
        "post-route-cell-area_um2": 7210,
        "commonest_non_fill_non_tap_cells_in_the_layout": "sky130_fd_sc_hd__clkdlybuf4s50_1, sky130_fd_sc_hd__nand2_1, sky130_fd_sc_hd__mux2i_1, sky130_fd_sc_hd__a21oi_1, sky130_fd_sc_hd__o21ai_0",
        "regArea_um2": 0,
        "layout.clock_buffers": 0,
        "flow.area_growth_from_synthesis_pct": 90.3,
        "layout_top_cell": "sky130_fd_sc_hd__clkdlybuf4s50_1",
        "nFlopsAndLatches": 0,
        "ratio_of_cells_with_drive_above_1_in_the_final_layout_pct": 7.65,
    },
    "job": {
        "stage_log_warnings": 32,
        "maxCapViolCount": 0,
    },
    "grt": {
        "grt_pass1_wl_um": 36100,
        "grt_pass1_vias": 5711,
        "grt_max_degree": 66,
        "antenna_violations_before_repair": 0,
        "globalRouteTotalUtil_pct": 21.4,
        "overflow": 0,
    },
    "status": {
        "run_status": "complete, no violations",
    },
}
-- layout make-up --
class | instances | area (µm²)
tap | 220 | 275
timing repair buffer | 356 | 3540
inverter | 7 | 26.3
multi-input combinational | 460 | 3370
fill | 1681 | 9260
-- power groups by stage --
| stage | Combinational (mW) | Sequential [mW] | Clock (mW) |
|---|---|---|---|
| after CTS | 0.552 | 0 | 0 |
| after global routing | 0.592 | 0 | 0 |
| final | 0.548 | 0 | 0 |
-- per-layer routing --
metal	part of all wire, %	up-vias	GRT usage [%]
met5	0	-	0
met2	49	273	36.4
met1	41	2542	27.5
met3	9.8	14	6.04
li1	-	2659	-
met4	0.94	0	1.67
-- final timing paths --
check	start	endpoint	slack, ns	depth (start not counted)
worst min-delay path	select[0]	out[3]	3.28	4
worst max-delay path	select[1]	out[11]	0.86	8
-- logic make-up (layout without fill, tap and decap cells) --
group / count (synthesis) / after routing
compound gates: 211 / 211
buf+inv: 66 / 363
mux: 81 / 81
simple gates: 168 / 168
-- worst min-delay path: cells and delay by family --
family | cells | cell delay (ns)
buffers and inverters | 2 | 0.66
AND-OR/OR-AND | 1 | 0.07
multiplexers | 1 | 0.23
-- per-stage QoR --
step | std cells | power (mW)
finish | 1043 | 0.548
global route | 1043 | 0.592
CTS | 1043 | 0.552
detailed placement | 1043 | 0.550
global placement | 1043 | 0.551
floorplan | 526 | 0.224
-- cells in the mapped netlist, types with 3 or more instances --
master / n
sky130_fd_sc_hd__a211oi_1: 13
sky130_fd_sc_hd__inv_1: 5
sky130_fd_sc_hd__and3b_1: 5
sky130_fd_sc_hd__buf_6: 10
sky130_fd_sc_hd__nand3_1: 22
sky130_fd_sc_hd__a311o_1: 3
sky130_fd_sc_hd__nor2b_1: 6
sky130_fd_sc_hd__clkbuf_1: 6
sky130_fd_sc_hd__a2bb2oi_1: 8
sky130_fd_sc_hd__o21a_1: 5
sky130_fd_sc_hd__mux2i_1: 47
sky130_fd_sc_hd__o211ai_1: 10
sky130_fd_sc_hd__nor3_1: 6
sky130_fd_sc_hd__o21ai_0: 33
sky130_fd_sc_hd__nor3b_1: 4
sky130_fd_sc_hd__nand3b_1: 3
sky130_fd_sc_hd__a21oi_1: 47
sky130_fd_sc_hd__or3_1: 5
sky130_fd_sc_hd__nand2b_1: 14
sky130_fd_sc_hd__buf_2: 25
sky130_fd_sc_hd__mux2_2: 13
sky130_fd_sc_hd__o22ai_1: 17
sky130_fd_sc_hd__buf_4: 15
sky130_fd_sc_hd__and4b_1: 4
sky130_fd_sc_hd__nand2_1: 52
sky130_fd_sc_hd__a221oi_1: 9
sky130_fd_sc_hd__a31oi_1: 10
sky130_fd_sc_hd__a32oi_1: 9
sky130_fd_sc_hd__o21ai_1: 25
sky130_fd_sc_hd__or2_1: 4
sky130_fd_sc_hd__nor2_1: 23
sky130_fd_sc_hd__nor4bb_1: 4
sky130_fd_sc_hd__mux4_2: 20
sky130_fd_sc_hd__a22oi_1: 11
No activity file was given, so power comes from the tool's default toggle rates.
